File: flow/design.v
module sumAccumulator
#(parameter MAPPER_PARALLELISM = 8)(
	input [MAPPER_PARALLELISM-1:0] 									m,
	output [(MAPPER_PARALLELISM)*$clog2(MAPPER_PARALLELISM) - 1:0]  c
);
	assign c[$clog2(MAPPER_PARALLELISM)-1:0] = {{($clog2(MAPPER_PARALLELISM)-1){1'b0}}, m[0]};
	genvar gi;
	generate
		for (gi = 1; gi < MAPPER_PARALLELISM; gi = gi + 1) begin : sum_gen_out
			assign c[$clog2(MAPPER_PARALLELISM)*(gi+1) - 1:$clog2(MAPPER_PARALLELISM)*(gi)] = 
					c[$clog2(MAPPER_PARALLELISM)*(gi) - 1:$clog2(MAPPER_PARALLELISM)*(gi-1)] + {2'b00, m[gi]};
		end
	endgenerate
endmodule
File: flow/run.sh
#!/bin/bash
# OpenROAD 26Q1-2900-gdf79404cd8, Yosys 0.63+post, stock flow scripts
make -C /OpenROAD-flow-scripts/flow DESIGN_CONFIG=/design/flow/config.mk WORK_HOME=/design/flow/orfs finish
File: flow/config.mk
export PLATFORM = sky130hd
export DESIGN_NAME = sumAccumulator
export DESIGN_NICKNAME = sumAccumulator
export VERILOG_FILES = /design/flow/design.v
export SDC_FILE = /design/flow/constraint.sdc
export NUM_CORES = 4
export LEC_CHECK = 1
export CORE_AREA = 10 10 70 70
export DIE_AREA = 0 0 80 80
File: flow/constraint.sdc
current_design sumAccumulator

set clk_period 4.2
set clk_io_pct 0.2

create_clock -name clk0 -period $clk_period

set non_clock_inputs [all_inputs -no_clocks]
set_input_delay [expr $clk_period * $clk_io_pct] -clock clk0 $non_clock_inputs
set_output_delay [expr $clk_period * $clk_io_pct] -clock clk0 [all_outputs]
==> flow_metrics.py <==
# Generated from Yosys and OpenROAD reports
metrics = {
    "yosys": {
        "ys_cells": 29,
        "ys_warn_count": 0,
        "yosysUniqueCellTypes": 9,
        "synth.largest_area_cell": "ha_1",
        "ys_seq_share_pct": 0,
        "top_area_share_pct": 48.78,
        "most_common_cell": "ha_1",
        "synth_area_um2": 307.8,
        "synthTopCellsByCount": "ha_1 (12), inv_1 (5), buf_4 (4)",
        "yosys_area_um2": 307.8,
        "topCellsByArea": "ha_1 (49%), fa_1 (13%), buf_4 (9.8%), xnor3_1 (7.3%), inv_1 (6.1%)",
        "syn_avg_cell_area_um2": 10.61,
        "syn_inst": 29,
    },
    "final_timing": {
        "period_used_pct": 104.3,
        "final_max_slew_viol_count": 0,
        "finalWorstSetupSlack_ns": -0.1823,
        "hold_viol": 0,
        "setup_viol": 1,
        "rsz0062_at_grt": "true",
        "finalCriticalPeriod_ns": 4.382,
        "fmax_mhz": 228.2,
        "fin_setup_tns_ns": -0.1823,
    },
    "finish": {
        "regArea_um2": 0,
        "clockBufferCount": 0,
        "n_sequential_cell": 0,
        "fin_area_um2": 893.4,
        "stdcell_count": 121,
        "final_layout_size_suffix_gt1_share_pct": 53.33,
        "comb_area_um2": 394.1,
        "fill_cells": 371,
        "area_growth_pct": 190.2,
    },
    "worst_setup_path": {
        "crit_slowest_cell": "fa_2",
        "crit_cells": 12,
        "startpoint": "m[0]",
        "critPathKind": "in2out",
        "worstPathArrival_ns": 3.54,
        "crit_fanout": 2,
        "critical_path_required_ns": 3.36,
        "start_kind": "input pin",
        "cp-endpoint": "c[23]",
        "max_stage_delay_ns": 0.55,
        "cp.buffers_inverters": 4,
        "critPathTopFamily": "adder cells",
        "crit_top_cell": "ha_4",
        "cp_cell_sequence": "buf_6 -> inv_2 -> fa_1 -> inv_2 -> ha_4 -> fa_2 -> ha_4 -> ha_4 -> ha_4 -> ha_4 -> xnor3_1 -> buf_2",
        "end_kind": "output port",
    },
    "global_routing": {
        "grt_pass1_vias": 366,
        "grt_max_degree": 4,
        "grtUsageMet3_pct": 0.9091,
        "busiest_layer": "met2",
        "use_met2_pct": 7.705,
        "use_met1_pct": 2.996,
        "grt_pass1_wl_um": 1814,
        "overflow": 0,
        "antenna_found_initial": 0,
        "grtUsageTotal_pct": 3.452,
    },
    "detailed_routing": {
        "vias": 348,
        "dr.pass1.iters": 1,
        "viasPerCell": 2.876,
        "drt_iter0_drc": 0,
        "diodes": 0,
        "drc_errors": 0,
        "wl_per_cell_um": 10.20,
        "routed_wl_um": 1234,
        "ant_nets": 0,
    },
    "power": {
        "p_sw_mw": 0.08568,
        "p_per_area_mw_per_mm2": 339.5,
        "internal-power_mw": 0.2176,
        "power_frac_seq_pct": 0,
        "clkPwrFrac_pct": 0,
        "ir_drop_uv": 97.10,
        "p_sw_share_pct": 28.25,
        "power_frac_comb_pct": 100.0,
        "p_leak_nw": 0.4066,
        "p_total_mw": 0.3033,
    },
    "floorplanning": {
        "initCoreUtil_pct": 9.011,
        "die_w_um": 80,
        "die_y_um": 80,
        "die_area_mm2": 0.006400,
        "core_mm2": 0.003416,
        "ioPinCount": 32,
        "fp-row-count": 21,
    },
    "placed_design": {
        "dpl_cell_area_um2": 745.7,
        "dp_hpwl_um": 1137,
        "pre_cts_ws_ns": -1.216,
        "port_buffers": 29,
        "post-place-cells": 117,
        "gp_congestion": 0.7283,
    },
    "min_path": {
        "whs_path_depth": 3,
        "min_from": "m[0]",
        "hold_class": "in2out",
    },
    "status": {
        "status": "complete, but fails checks",
        "violations": "negative setup slack",
    },
    "job": {
        "max_cap_viol_count": 0,
        "warning_count": 36,
    },
}
-- cells in the final DEF, fill, tap and decap left out --
cell type	n
clkdlybuf4s50_1	21
buf_4	18
ha_4	7
ha_1	5
inv_2	4
buf_6	4
conb_1	3
buf_2	3
dlygate4sd2_1	2
inv_1	1
xor2_4	1
xor2_1	1
xnor2_4	1
xnor2_2	1
xnor3_1	1
fa_1	1
fa_2	1
-- timing repair --
action	4_1_cts	5_1_grt
hold buffers	0	0
pin swaps	9	10
hold endpoints to repair	0	0
gates resized	37	8
buffers inserted	3	1
endpoints found under the setup margin	11	6
-- power groups by stage --
stage     logic, mW  clock network, mW  registers [mW]
6_report      0.303                  0               0
5_1_grt       0.335                  0               0
4_1_cts       0.279                  0               0
-- how the worst min path moves through the flow --
stage	end	slack (ns)
CTS	c[0]	2.33
global route	c[0]	2.31
finish	c[0]	2.29
-- routing by layer --
metal	vias to the layer above	wire (um)
met3	0	92
met4	0	0
met2	8	766
li1	178	-
met1	162	375
met5	-	0
-- area by class of cell --
| type | count | share of cell area (%) |
|---|---|---|
| timing repair buffer | 48 | 47.34 |
| tap | 46 | 6.443 |
| multi-input combinational | 22 | 44.12 |
| inverter | 5 | 2.101 |
-- per-stage QoR --
stage,util [%],hold slack [ns]
2_1_floorplan,-,1.746
3_3_place_gp,21.83,2.646
3_5_place_dp,21.83,2.652
4_1_cts,23.99,2.325
5_1_grt,26.15,2.309
6_report,26.15,2.295
-- cell families (layout without fill, tap and decap cells) --
group	after synthesis	count (layout)	synth area share, %
other	1	3	1.218
xor gates and xnor gates	5	5	21.14
buffers and inverters	9	53	15.85
adders and majority gates	14	14	61.79
-- worst min-delay path: stages --
cell and delay (ns):
buf_6 0.09, buf_4 0.12, clkdlybuf4s50_1 0.40
Power and IR drop assume default switching activity.
